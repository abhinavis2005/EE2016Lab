File: design/flow/run.sh
#!/bin/bash
# OpenROAD 26Q1-2900-gdf79404cd8, Yosys 0.63+post, stock flow scripts
make -C /OpenROAD-flow-scripts/flow DESIGN_CONFIG=/design/flow/config.mk WORK_HOME=/design/flow/orfs finish
File: design/flow/config.mk
export PLATFORM = sky130hd
export DESIGN_NAME = multiplier
export DESIGN_NICKNAME = multiplier
export VERILOG_FILES = /design/flow/design.v
export SDC_FILE = /design/flow/constraint.sdc
export NUM_CORES = 4
export LEC_CHECK = 1
export CORE_AREA = 10 10 113 113
export DIE_AREA = 0 0 123 123
File: design/flow/constraint.sdc
current_design multiplier

set clk_period 3.9
set clk_io_pct 0.2

create_clock -name clk0 -period $clk_period [get_ports {clk}]

set non_clock_inputs [all_inputs -no_clocks]
set_input_delay [expr $clk_period * $clk_io_pct] -clock clk0 $non_clock_inputs
set_output_delay [expr $clk_period * $clk_io_pct] -clock clk0 [all_outputs]
File: design/flow/design.v
module multiplier(prod, busy, mc, mp, clk, start, clock_count, sum, difference);
output [7:0] prod;  
output busy;
input [3:0] mc, mp;  
input clk, start;
reg [3:0] A, Q, M;  
reg Q_1;
reg [2:0] count;
output reg [7:0] clock_count;
initial
begin
clock_count <= 0;
end
assign busy = (count < 4);  
assign prod = {A, Q};  
output wire [3:0] sum, difference;
wire a1, a2;
assign a1 = 1'b0;
assign a2 = 1'b1;
always @(posedge clk)
    begin
    if (start)
    begin
        clock_count <= 1; 
        A <= 4'b0000;
        M <= mc;
        Q <= mp;
        Q_1 <= 0  ;  
        count <= 0;
    end
    else if(busy)
    begin
        clock_count <= clock_count + 1;
        case ({Q[0], Q_1})
            2'b01 : {A, Q, Q_1} <= {sum[3], sum, Q};
            2'b10 : {A, Q, Q_1} <= {difference[3], difference, Q};
            default: {A, Q, Q_1} <= {A[3], A, Q}; 
        endcase
        count <= count + 1'b1;
        end
    end
alu adder(sum, A , M , a1);  
alu subtracter(difference , A , ~M, 1'b1);  
endmodule
module alu(out, a, b, cin);
output [3:0] out;
input [3:0] a;
input [3:0] b;
input cin;
assign out = a + b + cin;
endmodule
==> flow_metrics.py <==
# Auto-generated metrics
metrics = {
    "clock_network": {
        "numCtsBuffers": 3,
        "cts.sinks": 24,
        "clkLatencyLatePin_ps": 260,
        "clock_path_buffers": 2,
        "postCtsHoldBufs": 0,
        "post_cts_buffers": 0,
        "ctsResizeCount": 0,
        "cts_tree": "built",
        "clkSlewWorstSetupHoldPaths_ps": 90,
        "cts_root_buf": "clkbuf_8",
        "cts_max_level": 1,
    },
    "setup_path": {
        "start_kind": "flop",
        "path_max_fanout": 6,
        "cpPeakStageDelay_ps": 480,
        "timing.rr.end": "A[0]$_SDFFE_PP0N_",
        "crit_path_end_kind": "output pin",
        "crit_path_cell_trace": "inv_1, ha_1, nor2_1, a221oi_4, xnor2_1, clkdlybuf4s50_1",
        "reg2reg_setup_slack_ps": 2030,
        "r2r_cells": 6,
        "rr_startpoint": "A[0]$_SDFFE_PP0N_",
        "worst_ep_required_time_ps": 3120,
        "path_class": "flop to output pin",
        "critical-path-slowest-cell": "clkdlybuf4s50_1",
        "cp.arrival_ps": 2110,
    },
    "floorplan": {
        "die_w_um": 123,
        "core.rowCount": 37,
        "fp_util_pct": 12.3,
        "ioPinCount": 35,
        "core_sq_mm": 0.0103,
        "chipArea_sq_mm": 0.0151,
        "die_h_um": 123,
    },
    "yosys": {
        "yosys_area_sq_mm": 0.00127,
        "yosysTopAreaCell": "dfxtp_1",
        "syn_area_sq_mm": 0.00127,
        "synth_stat.cells": 123,
        "synthTopCellsByArea": "dfxtp_1, edfxtp_1, ha_1",
        "ys_seq_share_pct": 44.0,
        "synth_flops": 24,
        "avgSynthCellArea_sq_um": 10.4,
        "syn_inst": 123,
        "netlist.area_leader.share_pct": 25.1,
        "ys_types": 33,
        "yosys_warnings": 1,
    },
    "finish": {
        "stdcell_count": 292,
        "syn2layout_area_growth_pct": 41.5,
        "finish.utilization_pct": 17.5,
        "drive_above_1_share_pct": 5.77,
    },
    "global_routing": {
        "grt_pass1_vias": 995,
        "antenna_found_initial": 0,
        "grt-ovfl-total": 0,
        "grt_start_max_net_pins": 18,
        "track_usage_pct": 4.04,
        "grt_pass1_wl_mm": 4.97,
    },
    "detailed_routing": {
        "drtIter0Drc": 33,
        "ant_nets": 0,
        "routedWlPerCell_um": 10.3,
        "first_pass_iters": 4,
        "vias": 940,
        "viasPerCell": 3.22,
        "drc": 0,
        "finalWirelength_mm": 2.99,
        "diodes": 0,
    },
    "job": {
        "warning_count": 29,
        "drv_cap": 0,
    },
    "sta": {
        "clock_skew_ps": 2.08,
        "rsz0062_at_grt": "false",
        "max-slew-margin-rel_pct": 54.3,
        "fin_crit_sh_pct": 74.0,
        "fmax_mhz": 346,
        "hold_viol": 0,
        "worst_pin_slew_ps": 685,
        "finalSetupViolCount": 0,
        "worst_hold_slack_ps": 522,
        "fin_ws_ps": 1010,
        "maxSlewViolCount": 0,
        "period_minus_slack_ps": 2890,
        "setup-tns-final_ps": 0,
    },
    "outcome": {
        "status": "finished, final reports clean",
    },
    "hold_path": {
        "holdCritPathClass": "flop to flop",
        "worst_hold_path.num_cells": 2,
        "worstHoldStart": "count[1]$_SDFFE_PP0N_",
        "worstHoldEndpoint": "count[1]$_SDFFE_PP0N_",
    },
    "placement": {
        "portBuffers": 34,
        "place_congestion": 0.777,
        "post-place-ws_ps": 1300,
        "place_inst": 288,
        "dp_hpwl_mm": 2.41,
    },
    "pwr": {
        "powerDensity_mw_per_mm2": 465,
        "leakage_nw": 0.682,
        "worst_ir_drop_vdd_mv": 0.175,
    },
}
synth_stat cells (all sizes together):
cell / n
xnor2: 4
a21o: 1
and2: 2
inv: 13
nor2: 20
xor2: 8
buf: 4
mux2i: 4
ha: 10
and4b: 1
dfxtp: 16
a311oi: 1
nand2b: 2
a21oi: 4
fa: 2
mux2: 3
a211oi: 2
nand3b: 1
a31oi: 1
nor3: 1
nor2b: 1
clkbuf: 2
a22oi: 1
a221oi: 2
edfxtp: 8
nand3: 6
a221o: 2
and3: 1
worst max path at each step:
stage	from	to	slack, ps	cells after the start
4_1_cts	M[2]$_DFFE_PP_	sum[3]	990	6
5_1_grt	M[2]$_DFFE_PP_	sum[3]	840	6
6_report	M[2]$_DFFE_PP_	sum[3]	1010	6
registers in the layout (all words and copies together), names as in the netlist:
name and flops:
count 3, M 4, A 4, Q 4
clock_count 8, Q_1 1
power by group:
group          switching (mW)  leakage (nW)  internal (mW)
clock network          0.0800        0.0231         0.0704
logic                   0.127         0.446          0.217
registers              0.0445         0.213          0.299
total                   0.252         0.682          0.586
placed cells by master, fill, tap and decap left out:
cell type,synthesis,final
a211oi_1,2,2
a21o_1,1,1
a21oi_1,4,4
a221o_1,2,2
a221oi_1,1,1
a221oi_4,1,1
a22oi_1,1,1
a311oi_1,1,1
a31oi_1,1,1
and2_1,2,2
and3_1,1,1
and4b_1,1,1
buf_4,1,1
clkbuf_8,0,3
clkdlybuf4s50_1,0,34
clkinv_1,0,1
dfxtp_1,16,16
edfxtp_1,8,8
fa_1,2,2
ha_1,10,10
inv_1,12,12
inv_2,1,1
mux2_2,3,3
mux2i_1,4,4
nand2b_1,2,2
nand3_1,6,6
nand3b_1,1,1
nor2_1,20,20
nor2b_1,1,1
nor3_1,1,1
xnor2_1,4,4
xor2_1,8,8
final cells by class:
class / instances / area [sq um]
Clock buffer: 3 / 41.3
Clock inverter: 1 / 3.75
Fill cell: 1148 / 8520
Inverter: 13 / 48.8
Multi-Input combinational cell: 80 / 629
Sequential cell: 24 / 561
Tap cell: 136 / 170
Timing Repair Buffer: 35 / 348
critical path: cells and delay by family (launching register included):
kind	cells	cell delay [ps]
compound gates	1	290
flops	1	350
buf+inv	2	530
simple gates	1	110
xor+xnor	1	150
fa+ha+maj	1	400
per-stage QoR:
step | instance area (sq um) | power [mW]
after floorplan | 1270 | 0.513
after global placement | 1760 | 0.695
after detailed placement | 1760 | 0.700
after CTS | 1800 | 0.858
after global routing | 1800 | 0.912
final | 1800 | 0.838
routing by layer:
| layer | wire length, um | vias to the layer above | GRT usage (%) |
|---|---|---|---|
| met5 | 0 | - | 0 |
| met4 | 0 | 0 | 0.0728 |
| met3 | 391 | 0 | 2.27 |
| met2 | 1290 | 26 | 6.36 |
| met1 | 1320 | 429 | 5.07 |
| li1 | - | 485 | - |
kinds of logic after synthesis:
group | synth area share [%]
simple gates | 13.0
flops | 44.0
buf+inv | 6.58
compound gates | 9.43
xor+xnor | 8.25
fa+ha+maj | 13.0
mux | 5.80
No activity file was given, so power comes from the tool's default toggle rates.
